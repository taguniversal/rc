`flow/constraint.sdc`:
```
current_design blink

set clk_period 4.0
set clk_io_pct 0.2

create_clock -name clk0 -period $clk_period [get_ports {CLK}]

set non_clock_inputs [all_inputs -no_clocks]
set_input_delay [expr $clk_period * $clk_io_pct] -clock clk0 $non_clock_inputs
set_output_delay [expr $clk_period * $clk_io_pct] -clock clk0 [all_outputs]
```
`flow/config.mk`:
```
export PLATFORM = sky130hd
export DESIGN_NAME = blink
export DESIGN_NICKNAME = blink
export VERILOG_FILES = /design/flow/design.v
export SDC_FILE = /design/flow/constraint.sdc
export NUM_CORES = 4
export LEC_CHECK = 1
export CORE_AREA = 10 10 100 100
export DIE_AREA = 0 0 110 110
```
`flow/run.sh`:
```
#!/bin/bash
# OpenROAD 26Q1-2900-gdf79404cd8, Yosys 0.63+post, stock flow scripts
make -C /OpenROAD-flow-scripts/flow DESIGN_CONFIG=/design/flow/config.mk WORK_HOME=/design/flow/orfs finish
```
`flow/design.v`:
```
module blink (
    input CLK,
    output LED
);
    reg [23:0] counter = 0;
    always @(posedge CLK) begin
        counter <= counter + 1;
    end
    assign LED = counter[23];
endmodule
```
==> reports/metrics.csv <==
stage,metric,value,unit
clock_tree,clk_latency,0.26,ns
synthesis,synthesis.area,900.9,sq um
synthesis,ys_seq_share,53.33,%
power,switching_power,0.07309,mW
placement,gp_congestion,0.7019,
routing,avgRoutedWirePerCell,6.195,microns
routing,drt-total-wl,1177,microns
routing,viasPerCell,2.895,
timing,final.setup.tns,0,ns
timing,worstMarginPinSlew,0.5118,ns
clock_tree,cts_tree,yes,
min_path,hold_class,flop to flop,
timing,period_used_share,47.28,%
synthesis,synth_cells,83,
flow_run,cap_violations,0,
grt,first_global_vias,510,
timing,max-slew-margin-rel,65.75,%
min_path,hold_end,counter[0]$_DFF_P_,
clock_tree,cts_setup_buffers,0,
setup_path,slowest_stage,clkdlybuf4s50_1,
floorplan,core-area,7807,sq um
floorplan,fp-utilization,11.54,%
floorplan,ios,2,
timing,min_period,1.891,ns
timing,finClkSkew,0.007393,ns
floorplan,fp.dieArea,12100,sq um
min_path,holdCritStartpoint,counter[0]$_DFF_P_,
clock_tree,clkTransAtPathRegs,0.08,ns
clock_tree,htree_levels,1,
setup_path,cp.required,3.20,ns
setup_path,arrival,1.09,ns
setup_path,critPathKind,flop to primary output,
grt,antenna_found_initial,0,
layout,drive_above_1_share,9.091,%
power,comb_power_share,0,%
routing,first_pass_iters,2,
timing,hold_viol,0,
layout,reg_top3,counter (24),
setup_path,worst-path-stages,1,
floorplan,die_h,110,microns
timing,max_freq,0.5288,GHz
power,power,0.4454,mW
routing,dr_total_vias,550,
layout,area_delta_synth_final,23.19,%
setup_path,critPathLaunchType,flop,
placement,io_buffers,1,
grt,grt_max_degree,15,
floorplan,die_x,110,microns
routing,diodes,0,
setup_path,endpoint_kind,primary output,
setup_path,rr_worst_depth,5,
setup_path,timing.rr.start,counter[0]$_DFF_P_,
clock_tree,cts_hold_buf,0,
clock_tree,cts_buffers,3,
synthesis,ys_warn_count,1,
setup_path,crit_chain,clkdlybuf4s50_1,
power,power_density,401.3,nW/um^2
setup_path,timing.critical_path.buf_inv,1,
grt,grt_use_total,2.073,%
floorplan,num_rows,32,
power,seqPwrFrac,53.6,%
clock_tree,cts_sinks,24,
setup_path,critPathTopFamily,buffers and inverters,
placement,dp.cells,186,
setup_path,rrSetupSlack,2.56,ns
grt,grt_pass1_wl,2173,microns
layout,regMostFlops,counter,
layout,largest_reg_flops,24,
run_status,status,"complete, no violations",
setup_path,crit_fanout,2,
clock_tree,cts.path.max_buffers,2,
flow_run,warnings,25,
timing,setup_violations,0,
power,swShare,16.41,%
grt,gr-total-overflow,0,
timing,drv_slew,0,
timing,hold_slack,0.4128,ns
setup_path,r2r-end,counter[18]$_DFF_P_,
routing,drtIter0Drc,29,
synthesis,ys_ff,24,
layout,finalNonFillerCells,190,
synthesis,ys_cells,83,
routing,ant_nets,0,
timing,rsz0062_at_grt,no,
synthesis,synth_cell_types,15,
power,p_leak,0.3423,nW
setup_path,cpPeakStageDelay,0.47,ns
min_path,hold_depth,1,
clock_tree,ctsResizeCount,0,
power,power_frac_clock,46.4,%
power,peakVddDrop,0.0001715,V
synthesis,avgSynthCellArea,10.85,sq um
layout,fillCellCount,866,
placement,hpwl,815.6,microns
power,p_int,0.3723,mW
clock_tree,cts_root_buf,clkbuf_8,
routing,drc,0,
synthesis,synth_chip_area,900.9,sq um
## stage by stage
step                      worst slack [ns]  instance area (sq um)  util (%)
after CTS                            2.093                   1110     14.21
after floorplan                      2.681                  900.9         -
after global routing                 2.060                   1110     14.21
after detailed placement             2.407                   1039     13.30
final                                2.109                   1110     14.21
after global placement               2.405                   1039     13.30
## cell usage after synthesis
cell type	instances	share of area, %
xor2_1	4	3.9
xnor2_1	18	17
and3_2	1	0.83
nand2_1	7	2.9
and4_1	3	2.9
nor3_4	1	1.8
inv_1	1	0.42
nand3_1	9	5.0
nand4_1	6	4.2
ha_1	1	1.4
dfxtp_1	24	53
and2b_4	1	1.1
nor2_1	2	0.83
nand3_2	1	1.1
and3_1	4	2.8
## metal layers
layer | track usage [%] | vias to the layer above | routed length (microns) | share of wire (%)
met3 | 0.5875 | 2 | 27 | 2.3
met5 | 0 | - | 0 | 0
met2 | 3.260 | 6 | 499 | 42
li1 | - | 295 | - | -
met4 | 0.5576 | 0 | 34 | 2.9
met1 | 2.738 | 247 | 616 | 52
## layout make-up
cell class | instances | area [sq um] | share of cell area (%)
sequential | 24 | 480.5 | 43.29
inverter | 1 | 3.754 | 0.3382
clock inverter | 1 | 30.03 | 2.706
clock buffer | 3 | 41.29 | 3.720
timing repair buffer | 1 | 10.01 | 0.9019
multi-input combinational | 58 | 416.7 | 37.54
tap | 102 | 127.6 | 11.50
## power by group through the flow
stage	registers [mW]	clock network, mW	logic [mW]
4_1_cts	0.239	0.215	0.000000113
5_1_grt	0.239	0.223	0.000000113
6_report	0.239	0.207	0.000000113
## how the worst max path moves through the flow
stage     endpoint  slack (ns)                 from
5_1_grt        LED        2.06  counter[23]$_DFF_P_
4_1_cts        LED        2.09  counter[23]$_DFF_P_
6_report       LED        2.11  counter[23]$_DFF_P_
## cell usage in the layout, fill, tap and decap left out, drive strengths merged, types with 2 or more instances in the layout
cell type and instances:
and3 5, and4 3, clkbuf 3, dfxtp 24
nand2 7, nand3 10, nand4 6, nor2 2
xnor2 18, xor2 4
## cells by family (layout without fill, tap and decap cells)
| logic type | after synthesis | in the layout | share of synthesized area [%] |
|---|---|---|---|
| adders and majority gates | 1 | 1 | 1.389 |
| and+or+nand+nor | 35 | 35 | 23.47 |
| buffers and inverters | 1 | 6 | 0.4163 |
| DFF | 24 | 24 | 53.33 |
| xor gates and xnor gates | 22 | 22 | 21.39 |
No activity file was given, so power comes from the tool's default toggle rates.
