[/design/flow/config.mk]
export PLATFORM = sky130hd
export DESIGN_NAME = AdderMod2
export DESIGN_NICKNAME = AdderMod2
export VERILOG_FILES = /design/flow/design.v
export SDC_FILE = /design/flow/constraint.sdc
export NUM_CORES = 4
export LEC_CHECK = 1
export CORE_AREA = 10 10 154 154
export DIE_AREA = 0 0 164 164
[/design/flow/constraint.sdc]
current_design AdderMod2

set clk_period 1.0
set clk_io_pct 0.2

create_clock -name clk0 -period $clk_period

set non_clock_inputs [all_inputs -no_clocks]
set_input_delay [expr $clk_period * $clk_io_pct] -clock clk0 $non_clock_inputs
set_output_delay [expr $clk_period * $clk_io_pct] -clock clk0 [all_outputs]
[/design/flow/design.v]
module AdderMod2 #(
    parameter N = 128
)(
    input  wire [N-1:0] a,
    input  wire [N-1:0] b,
    output wire [N-1:0] sum
);
    assign sum = a ^ b;  
endmodule
[/design/flow/run.sh]
#!/bin/bash
# OpenROAD 26Q1-2900-gdf79404cd8, Yosys 0.63+post, stock flow scripts
make -C /OpenROAD-flow-scripts/flow DESIGN_CONFIG=/design/flow/config.mk WORK_HOME=/design/flow/orfs finish
==> results.txt <==
Results of the implementation run.

The instance area at placement came out at roughly 5300 sq um. The sum of internal, switching and leakage power is 1.55 mW. The most critical hold endpoint after final layout shows a slack of 749 ps. The final timing summary puts the cycle share of the worst path at 0.962. The chip area is approximately 27,000 sq um.

The endpoint arrival time on the critical path came out at roughly 760 ps. The initial antenna violation count came to 1. The post-route DRC violation count is 0.

According to the cell report, flip-flops and latches in the layout number 0. For this design the static power due to leakage is 2.40 nW. The total global-route track usage came out at 0.0764. The pin closest to its max-slew limit shows a slew of 174 ps. The via count of the first global-routing pass is 2,522.

The min-delay analysis places its worst path in the category in -> out. The area fraction in compound gates came out at 0. The violation tally recorded at the end of detailed-routing iteration 0 is 57. The largest delay contributor family on the critical path is buffers and inverters. The number of vias in the routed layout is 2,235. Across the run, the number of max-cap violations was 0. The flow measured a signed area growth from synthesis to layout of 293%. The number of buffers inserted to repair setup after CTS is 0. The endpoint of the worst hold path is reported as sum[124]. Per STA, the worst path is made up of dlygate4sd2_1 > xor2_2 > buf_2. The distinct cell type count after synthesis came out at 1. The number of cells traversed by the worst hold path came out at 3. The synthesized area divided by synthesized cell count came out at just under 9 sq um.

The worst setup path is of the in -> out kind. The cell-mix breakdown from Yosys lists the XOR/XNOR area share as 1.00. Setup total negative slack on the finished layout was measured at 0 ps. The number of instances in the synthesized netlist came out at ~130. The first global-routing pass estimated 15,700 um of wire.

The cell depth of the worst setup path is 3. The fraction of final layout cells sized beyond drive strength 1 is 0.264. The final number of hold-violating endpoints is 0.

The estimated wirelength of the detail-placed design came out at approximately 11,000 um. The number of buffers inserted by port buffering is 384. On the worst path, the slowest cell contributes a delay of 250 ps. The fmax is just over 1000 MHz.

Across all stage logs, warnings added up to 32. The placeable core region came out at slightly above 20,000 sq um. The number of iterations in the first detailed-routing pass came out at 4.

The tally of filler cells in the layout came out at 2,405. The cell area after technology mapping came out at 1120 sq um. The vertical die dimension reported for this design is 164 um. The critical path endpoint has a required time of 800 ps.

After layout, the clock buffer instance count stands at 0. Of the post-synthesis cell area, the dominant cell type holds 1.00. The starting density of the core is 0.0552. The run finished with clean final reports.

The yosys cell count came out at 128. The maximum fanout encountered on the critical timing path came out at 1. The tally of non-filler cells in the final layout is 783. By count the netlist is led by sky130_fd_sc_hd__xor2_1.

STA classifies the critical path startpoint as an input pin. The largest net degree at the start of global routing is 2. The adder-cell area share of the yosys netlist is 0. Measured against its own limit, the worst slew margin works out to 0.884.

The worst-case IR drop observed on VDD is ~0.084 mV. Setup repair after global routing left no endpoint under its margin. Of the post-synthesis cell area, the part taken by muxes is 0. Per the synthesis report, the dominant area consumer among library cells is sky130_fd_sc_hd__xor2_1. For this run, the register share of the synthesized area comes to 0. The average wire length per cell after detail routing is 15.1 um.

After clock tree synthesis, the flow added hold-fix buffers numbering 0. The die boundary width is between 150 and 200 um. The buffering stage count on the worst path with inverters included came out at 2.

For this run the aggregate overflow at the end of global routing stands at 0. Routability-driven placement finished with a final weighted congestion of 0.857. The sum of routed wire length over all layers came out at 11,900 um. The number of primary I/O pins is 384. The floorplan has 52 rows. After detailed placement, the design holds a cell count of 782. In the final report, the number of endpoints failing setup comes to 0. The count of nets left with antenna violations after detail routing came out at 0.

The number of warnings printed during yosys synthesis came out at 0. In the synthesized netlist, the dominant kind of combinational cell is XOR/XNOR gates. The critical path's slowest stage uses the library cell sky130_fd_sc_hd__dlygate4sd2_1. The time the worst path needs with I/O delays and setup is 962 ps. The launch point of the worst min-delay path is recorded as a[124]. The basic-gate share of the synthesized area counting and, or, nand and nor cells came out at 0. The number of vias per cell came out at 2.85. The critical path endpoint category is an output pin.

The area used by sequential logic in the layout is 0 sq um. The area figure in the yosys stat output is 1120 sq um. By instance count, the leading cell after synthesis is sky130_fd_sc_hd__xor2_1. Per the final report, max-transition violations number 0. For reference, the top cells by area after synthesis are sky130_fd_sc_hd__xor2_1. The post-route cell area came out at 4400 sq um. The power density over cell area is 353 nW/um^2.
[cells by family (layout without fill, tap and decap cells)]
logic type | after synthesis | after routing
other | 0 | 1
XOR/XNOR | 128 | 128
buffers and inverters | 0 | 384
[metrics by stage]
stage / worst slack [ps] / util
after floorplan: 481 / -
after detailed placement: -729 / 0.261
after CTS: 4.37 / 0.217
after global routing: 5.39 / 0.217
after global placement: -734 / 0.261
final: 38.3 / 0.217
[worst max path at each step]
stage | startpoint | end
CTS | b[97] | sum[97]
global route | b[62] | sum[62]
finish | b[97] | sum[97]
[per-layer routing]
layer | vias to the layer above | wire, um | share of wire | GRT usage
met3 | 0 | 1640 | 0.14 | 0.0366
li1 | 1148 | - | - | -
met4 | 0 | 0 | 0 | 0
met1 | 896 | 3980 | 0.34 | 0.0773
met2 | 191 | 6250 | 0.53 | 0.146
met5 | - | 0 | 0 | 0
[power breakdown]
part / internal, mW / total [mW] / switching [mW]
sequential: 0 / 0 / 0
clock: 0.000000134 / 0.000000134 / 0
combinational: 1.05 / 1.55 / 0.503
total: 1.05 / 1.55 / 0.503
[cell type report]
| class | instances | area [sq um] | share of cell area |
|---|---|---|---|
| timing repair buffer | 384 | 2900 | 0.658 |
| multi-input combinational | 128 | 1170 | 0.265 |
| antenna | 1 | 2.50 | 0.000568 |
| tap | 270 | 338 | 0.0767 |
[cells in the final DEF (no fill, tap or decap)]
master and count:
sky130_fd_sc_hd__buf_2 127, sky130_fd_sc_hd__clkbuf_2 1, sky130_fd_sc_hd__clkdlybuf4s15_1 10, sky130_fd_sc_hd__clkdlybuf4s15_2 1, sky130_fd_sc_hd__diode_2 1, sky130_fd_sc_hd__dlygate4sd2_1 245
sky130_fd_sc_hd__xor2_1 122, sky130_fd_sc_hd__xor2_2 6
[repair_timing]
item                       4_1_cts  5_1_grt
pin swaps                      126        3
resized                        674        4
setup endpoints to repair      128        4
Power and IR drop assume default switching activity.
