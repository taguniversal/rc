## flow/run.sh

```bash
#!/bin/bash
# OpenROAD 26Q1-2900-gdf79404cd8, Yosys 0.63+post, stock flow scripts
make -C /OpenROAD-flow-scripts/flow DESIGN_CONFIG=/design/flow/config.mk WORK_HOME=/design/flow/orfs finish
```

## flow/config.mk

```make
export PLATFORM = sky130hd
export DESIGN_NAME = top_module
export DESIGN_NICKNAME = top_module
export VERILOG_FILES = /design/flow/design.v
export SDC_FILE = /design/flow/constraint.sdc
export NUM_CORES = 4
export LEC_CHECK = 1
export CORE_AREA = 10 10 80 80
export DIE_AREA = 0 0 90 90
```

## flow/constraint.sdc

```tcl
current_design top_module

set clk_period 3.2
set clk_io_pct 0.2

create_clock -name clk0 -period $clk_period [get_ports {clk}]

set non_clock_inputs [all_inputs -no_clocks]
set_input_delay [expr $clk_period * $clk_io_pct] -clock clk0 $non_clock_inputs
set_output_delay [expr $clk_period * $clk_io_pct] -clock clk0 [all_outputs]
```

## flow/design.v

```verilog
module top_module (
    input wire clk,
    output wire led
);
    reg [23:0] counter = 0;
    always @(posedge clk) begin
        counter <= counter + 1;
    end
    assign led = counter[23];
endmodule
```

==> flow_summary.ini <==
; flow metrics
[floorplanning]
io_pins = 2
die_h_um = 90
die_w_um = 90
rows = 25
fp_util_pct = 19.1
coreArea_um2 = 4720
die-area_um2 = 8100

[synth]
yosysChipArea_um2 = 901
ys_seq_elements = 24
syn-cell-area_um2 = 901
ys_seq_share_pct = 53.3
yosysUniqueCellTypes = 15
syn-instance-count = 83
synth_warnings = 1
postSynthAreaPerCell_um2 = 10.9
ys_cells = 83

[setup_path]
critPathMaxStageDelay_ns = 0.47
path_max_fanout = 2
cp_top_family = buffers and inverters
critPathCaptureType = output pin
worstPathRequired_ns = 2.56
crit_chain = clkdlybuf4s50_1
crit_type = reg2out
cp_slowest_cell = clkdlybuf4s50_1
arrival_ns = 1.07
worst-path-buf-inv = 1
critPathLaunchType = flip-flop

[detailed_routing]
vias = 565
drt_iter0_markers = 73
routed_wl_um = 1320
wl_per_cell_um = 8.60
route.detailed.drc = 0
vias_per_cell = 3.67
diodes = 0
drt_first_pass_iters = 2
drtAntennaViolNets = 0

[pwr]
p_leak_uw = 0.000328
comb_power_share_pct = 0
p_clk_share_pct = 35.4
swShare_pct = 17.3
internal-power_uw = 382
power_uw = 462
power_density_nw_per_um2 = 446
net-switching-power_uw = 79.8
ir_worst_vdd_mv = 0.257
p_seq_share_pct = 64.6

[cells_and_area]
lay_top_count = dfxtp_1
max_flop_register = counter
layout-drive-gt1-share_pct = 8.05
areaGrowthSynthToFinish_pct = 15.0
most-common-layout-cells = dfxtp_1 (24), xnor2_1 (18), nand3_1 (9), nand2_1 (7), nand4_1 (6)
postLayoutCoreUtil_pct = 21.9
largest_reg_flops = 24
top_regs = counter: 24 flops

[placement]
port_buffers = 1
place.gp.congestion = 0.686
hpwl_um = 1020

[hold_path]
hold_path.class = reg2reg

[clocking]
clockBufferDepth = 2
cts.sinks = 24
cts_made_buffers = 3
cts_root_buffer = clkbuf_8
cts.repair.resized = 0
clock_latency_ns = 0.25
cts_setup_buffers = 0
clkTransAtPathRegs_ns = 0.07
cts_hold_buf = 0
cts_tree = done
htreeDepth = 1

[run_status]
status = finished, final reports clean

[final_timing]
grt_setup_unrepaired = no
relSlewSlack_pct = 66.3
tightest_slew_ns = 0.504
setup_violations = 0
period_used_pct = 53.3
drv_slew = 0
finalCriticalPeriod_ns = 1.71
hold_viol = 0
fmax_mhz = 586
finClkSkew_ns = 0.00251
hold_ws_ns = 0.414
tns_ns = 0

[grt]
use_met2_pct = 5.39
use_met3_pct = 1.42
grt_pass1_vias = 555
global_route.usage.met1_pct = 4.55
top_usage_layer = met2
grt_pass1_wl_um = 2450
grt_overflow_total = 0
grt_antenna_before_repair = 0
track_usage_pct = 3.43
grt_start_max_net_pins = 13

[flow_run]
warnings = 25
drv_cap = 0
## power groups by stage
stage	Sequential [uW]	Clock [uW]	Combinational (uW)
final	298	164	0.000113
after global routing	298	182	0.000113
after CTS	298	168	0.000113
## through the flow
step / area [um2] / cells / setup WS, ns
after global placement: 995 / 151 / 1.76
final: 1040 / 154 / 1.49
after floorplan: 901 / 83 / 1.88
after detailed placement: 995 / 151 / 1.74
after CTS: 1040 / 154 / 1.47
after global routing: 1040 / 154 / 1.43
## per-layer routing
metal / wire length (um) / vias up / share of wire, %
li1: - / 297 / -
met5: 0 / - / 0
met4: 9 / 0 / 0.68
met2: 559 / 5 / 42
met1: 680 / 261 / 51
met3: 74 / 2 / 5.6
## Yosys cell counts
| library cell | number | area, um2 |
|---|---|---|
| nand2_1 | 7 | 26.3 |
| ha_1 | 1 | 12.5 |
| nand3_1 | 9 | 45.0 |
| and3_2 | 1 | 7.51 |
| nand3_2 | 1 | 10.0 |
| and4_1 | 3 | 26.3 |
| xor2_1 | 4 | 35.0 |
| nand4_1 | 6 | 37.5 |
| inv_1 | 1 | 3.75 |
| nor2_1 | 2 | 7.51 |
| and3_1 | 4 | 25.0 |
| xnor2_1 | 18 | 158 |
| and2b_4 | 1 | 10.0 |
| dfxtp_1 | 24 | 480 |
| nor3_4 | 1 | 16.3 |
## cells by family (layout without fill, tap and decap cells)
kind of cell | Yosys count | count (layout) | synth area share [%]
adder cells (fa/ha/maj) | 1 | 1 | 1.39
AND/OR/NAND/NOR | 35 | 35 | 23.5
XOR/XNOR | 22 | 22 | 21.4
flip-flops | 24 | 24 | 53.3
buffers and inverters | 1 | 5 | 0.416
## cell type report
cell class              instances  area (um2)
clock buffers                   3        41.3
fillers                       484        3690
inverters                       1        3.75
multi-input cells              58         417
flip-flops and latches         24         480
well taps                      67        83.8
repair buffers                  1        10.0
## final timing paths
check | from | to | slack [ns] | cells past startpoint
worst max register to register | counter[0] | counter[18] | 1.74 | 5
worst min-delay path | counter[0] | counter[0] | 0.41 | 1
worst max-delay path | counter[23] | led | 1.49 | 1
worst min register to register | counter[0] | counter[0] | 0.41 | 1
Power and IR drop assume default switching activity.
